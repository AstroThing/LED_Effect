==> flow/config.mk <==
export PLATFORM = sky130hd
export DESIGN_NAME = gppm_top
export DESIGN_NICKNAME = gppm_top
export VERILOG_FILES = /design/flow/design.v
export SDC_FILE = /design/flow/constraint.sdc
export NUM_CORES = 4
export LEC_CHECK = 1
export CORE_UTILIZATION = 50
==> flow/constraint.sdc <==
current_design gppm_top

set clk_period 16.2
set clk_io_pct 0.2

create_clock -name clk0 -period $clk_period [get_ports {clk}]

set non_clock_inputs [all_inputs -no_clocks]
set_input_delay [expr $clk_period * $clk_io_pct] -clock clk0 $non_clock_inputs
set_output_delay [expr $clk_period * $clk_io_pct] -clock clk0 [all_outputs]
==> flow/design.v <==
`timescale 1ns / 1ps
module ALU(
    input [31:0] op1,
    input [31:0] op2,
	 input [2:0] operator,
    output reg [31:0] result,
    output reg isZero
    );
	parameter
		ADD = 3'b000,
		SUB = 3'b001,
		GREATER_THAN = 3'b010,
		LESS_THAN = 3'b011,
		LEFT_SHIFT = 3'b100,
		RIGHT_SHIFT = 3'b101;
	always @ (op1 or op2 or operator)
	begin
		case(operator)
			ADD: result = op1 + op2;
			SUB: result = op1 - op2;
			GREATER_THAN: result = op1 > op2;
			LESS_THAN: result = op1 < op2;
			LEFT_SHIFT: result = op1 << op2;
			RIGHT_SHIFT: result = op1 >> op2;
			default: result = 32'hX;
		endcase
	end
	always @ (result)
	begin
		isZero = (result == 0);
	end
endmodule
`timescale 1ns / 1ps
module FSM (
  input wire clk,
  input wire reset,
  output reg [2:0] ra1,
  output reg [2:0] ra2,
  output wire rf_we,
  output reg [2:0] wa,
  output reg [31:0] imm,
  output reg [1:0] wd_sel,
  output reg [2:0] alu_op,
  output wire ld_we,
  output wire c_enable,
  output wire c_limit_we,
  output wire c_reset,
  input wire isZero,
  input wire limit_reached
);
  parameter 
  init_leds         = 8'b00010000,  
  check_leds        = 8'b00000000,  
  init_counter      = 8'b00110000,  
  init_led_limit    = 8'b01010000,  
  init_shift_offset = 8'b01110000,  
  set_counter       = 8'b00000110,  
  set_leds          = 8'b00001000,  
  shift_led         = 8'b10010000,  
  stop              = 8'b00100000,  
  waitCounter       = 8'b00000001;  
  reg [7:0] state;
  reg [7:0] nextstate;
  always @* begin
    nextstate = state;  
    case (state)
      init_leds        : begin
        begin
          nextstate = init_led_limit;
        end
      end
      check_leds       : begin
        if (!isZero) begin
          nextstate = shift_led;
        end
        else if (isZero) begin
          nextstate = stop;
        end
      end
      init_counter     : begin
        begin
          nextstate = init_shift_offset;
        end
      end
      init_led_limit   : begin
        begin
          nextstate = init_counter;
        end
      end
      init_shift_offset: begin
        begin
          nextstate = set_leds;
        end
      end
      set_counter      : begin
        begin
          nextstate = waitCounter;
        end
      end
      set_leds         : begin
        begin
          nextstate = set_counter;
        end
      end
      shift_led        : begin
        begin
          nextstate = set_leds;
        end
      end
      stop             : begin
        begin
          nextstate = stop;
        end
      end
      waitCounter      : begin
        if (!limit_reached) begin
          nextstate = waitCounter;
        end
        else if (limit_reached) begin
          nextstate = check_leds;
        end
      end
    endcase
  end
  assign c_enable = state[0];
  assign c_limit_we = state[1];
  assign c_reset = state[2];
  assign ld_we = state[3];
  assign rf_we = state[4];
  always @(posedge clk or posedge reset) begin
    if (reset)
      state <= init_leds;
    else
      state <= nextstate;
  end
  always @(posedge clk or posedge reset) begin
    if (reset) begin
      alu_op[2:0] <= 3'b000;
      imm[31:0] <= 32'h1;
      ra1[2:0] <= 3'b000;
      ra2[2:0] <= 3'b000;
      wa[2:0] <= 3'b000;
      wd_sel[1:0] <= 2'b00;
    end
    else begin
      alu_op[2:0] <= 3'b000;  
      imm[31:0] <= 32'h0;  
      ra1[2:0] <= 3'b000;  
      ra2[2:0] <= 3'b000;  
      wa[2:0] <= 3'b000;  
      wd_sel[1:0] <= 2'b00;  
      case (nextstate)
        init_leds        : begin
          imm[31:0] <= 32'h1;
        end
        check_leds       : begin
          alu_op[2:0] <= 3'b011;
          ra2[2:0] <= 3'b001;
        end
        init_counter     : begin
          imm[31:0] <= 32'h17D7840;
          wa[2:0] <= 3'b010;
        end
        init_led_limit   : begin
          imm[31:0] <= 32'h80;
          wa[2:0] <= 3'b001;
        end
        init_shift_offset: begin
          imm[31:0] <= 32'h1;
          wa[2:0] <= 3'b011;
        end
        set_counter      : begin
          ra1[2:0] <= 3'b010;
        end
        shift_led        : begin
          alu_op[2:0] <= 3'b100;
          ra2[2:0] <= 3'b011;
          wd_sel[1:0] <= 2'b10;
        end
      endcase
    end
  end
endmodule
`timescale 1ns / 1ps
module counter(
	 input clk,
	 input reset,
    input [31:0] limit,
    input limit_we,
    input enable,
    output reg limit_reached
    );
	reg [31:0] count_limit;
	reg [31:0] count;
	reg counting;
	always @ (posedge clk)
	begin
		counting <= enable && !limit_reached;
		if(reset)
		begin
			count <= 32'b0;
			counting <= 0;
			limit_reached <= 0;
		end
		if(limit_we)
		begin
			count_limit <= limit;
		end
		if(counting)
		begin
			if(count < count_limit)
			begin
				count <= count + 1;
			end
			else
			begin
				counting <= 0;
				limit_reached <= 1;
			end
		end
	end
endmodule
`timescale 1ns / 1ps
module gppm_top (
	input clk,
	input reset,
	input [7:0] sw,
	output reg [7:0] leds
);
reg rf_we;
reg [2:0] ra1;
reg [2:0] ra2;
reg [2:0] wa;
reg [31:0] wd;
reg [31:0] rd1;
reg [31:0] rd2;
wire rf_we_wire;
wire [2:0] ra1_wire;
wire [2:0] ra2_wire;
wire [2:0] wa_wire;
wire [31:0] rd1_wire;
wire [31:0] rd2_wire;
reg_file rf(clk, rf_we, ra1, ra2, wa, wd, rd1_wire, rd2_wire);
reg [2:0] alu_operator;
reg [31:0] alu_result;
reg alu_isZero;
wire [2:0] alu_operator_wire;
wire [31:0] alu_result_wire;
wire alu_isZero_wire;
ALU alu(rd1, rd2, alu_operator, alu_result_wire, alu_isZero_wire);
reg c_reset;
reg [31:0] c_limit;
reg c_limit_we;
reg c_enable;
reg c_limit_reached;
wire c_reset_wire;
wire c_limit_reached_wire;
wire c_limit_we_wire;
wire c_enable_wire;
counter counter(clk, c_reset, c_limit, c_limit_we, c_enable, c_limit_reached_wire);
reg [31:0] imm;
reg [1:0] wd_sel;
reg ld_we;
wire [31:0] imm_wire;
wire [1:0] wd_sel_wire;
wire ld_we_wire;
FSM fsm(clk, reset, ra1_wire, ra2_wire, rf_we_wire, wa_wire, imm_wire, wd_sel_wire, alu_operator_wire, ld_we_wire, c_enable_wire, c_limit_we_wire, c_reset_wire, alu_isZero, c_limit_reached);
always @ (rd1)
begin
	c_limit = rd1;
end
always @ (alu_isZero_wire)
begin
	alu_isZero = alu_isZero_wire;
end
always @ (alu_result_wire)
begin
	alu_result = alu_result_wire;
end
always @ (c_limit_reached_wire)
begin
	c_limit_reached = c_limit_reached_wire;
end
always @ (*)
begin
	ra1 = ra1_wire;
	ra2 = ra2_wire;
	rd1 = rd1_wire;
	rd2 = rd2_wire;
	rf_we = rf_we_wire;
	wa = wa_wire;
	alu_operator = alu_operator_wire;
	ld_we = ld_we_wire;
	c_enable = c_enable_wire;
	c_limit_we = c_limit_we_wire;
	c_reset = c_reset_wire;
end
always @ (ld_we)
begin
	if(ld_we)
		leds = rd1[7:0];
	else
		leds = leds;
end
always @ (imm_wire or wd_sel_wire or sw or alu_result or rd1)
begin
	imm = imm_wire;
	wd_sel = wd_sel_wire;
	case(wd_sel)
		2'b00: wd = imm;
		2'b01: wd = sw;
		2'b10: wd = alu_result;
		2'b11: wd = rd1;
		default: wd = 32'hX;
	endcase
end
endmodule
`timescale 1ns / 1ps
module reg_file(
    input clk,
    input write_enabled,
    input [2:0] ra1,
    input [2:0] ra2,
    input [2:0] wa,
	 input [31:0] wd,
    output[31:0] rd1,
    output [31:0] rd2
    );
	reg [31:0] registers [0:7];
	assign rd1 = registers[ra1];
	assign rd2 = registers[ra2];
	always @ (posedge clk)
	begin
		if(write_enabled)
			registers[wa] <= wd; 
	end
endmodule
==> flow/run.sh <==
#!/bin/bash
# OpenROAD 26Q1-2900-gdf79404cd8, Yosys 0.63+post, stock flow scripts
make -C /OpenROAD-flow-scripts/flow DESIGN_CONFIG=/design/flow/config.mk WORK_HOME=/design/flow/orfs finish
==> flow_summary.toml <==
# flow metrics
[timing]
worst_pin_slew_ps = 848.4
untimed_endpoints = 16
max_freq_mhz = 153.8
period_minus_slack_ps = 6502
worst_clock_skew_ps = 20.19
setup-violations-final = 0
relSlewSlack_pct = 43.28
slew_violations = 0
hold_viol = 0
period_used_pct = 40.14
finalWorstSetupSlack_ps = 9698
unclocked_regs = 8
rsz0062_at_grt = "no"
tns_ps = 0

[clocking]
cts-root-buf = "clkbuf_16"
clk_pin_slew_ps = 60
holdBufCountCts = 0
postCtsSetupRepairBufs = 0
numCtsBuffers = 23
tritoncts = "yes"
htree_levels = 1
cts_buffer_depth = 3
worstSkewPairLatency_ps = 520
cts_resized = 0

[job]
maxCapViolCount = 0
warnings = 64

[worst_setup_path]
cpPeakStageDelay_ps = 610
worstSetupPathType = "reg -> reg"
reg2reg_from = "fsm.ra2[0]$_DFF_PP0_"
critPathLaunch = "fsm.ra2[0]$_DFF_PP0_"
path_common_cell = "buf_4"
worstPathArrival_ps = 6880
path_cells = "buf_4 -> mux2i_1 -> mux2_2 -> inv_2 -> buf_4 -> ha_1 -> inv_1 -> fa_1 -> o21bai_1 -> a2111oi_0 -> o41ai_1 -> buf_4 -> xnor2_1 -> a41oi_1 -> nor3_1 -> nand4b_1 -> or4_1 -> or4_1 -> a21oi_2 -> a31oi_1"
crit_path_start_kind = "flop"
worst_path_max_delay_cell = "or4_1"
crit_required_ps = 16580
cp_num_buf_inv = 5
path_max_fanout = 49
cp_top_family = "simple AND/OR/NAND/NOR gates"
cp-end-kind = "flop"

[global_route]
grt_max_degree = 50
grt.overflow.total = 0
grt_usage_pct = 31.46
antenna_found_initial = 1
grt_pass1_wl_um = 64610
grt_pass1_vias = 10742

[floorplanning]
die_h_um = 172.4
rows = 62
io-pin-count = 18
core_area_sq_um = 28630
die_w_um = 172.4
dieArea_sq_um = 29730
initCoreUtil_pct = 50.73

[yosys]
synth_cells = 1429
synth.distinct_cells = 84
yosys_cells = 1429
netlist_area_sq_um = 14520
ys.flops = 219
ff_type = "edfxtp_1"
edf_count = 160
synth_area_per_cell_sq_um = 10.16
yosys_area_sq_um = 14520
async_flop_share_pct = 7.763
yosysWarnings = 5

[power_and_ir_drop]
leakage_nw = 5.891
sequentialPowerShare_pct = 53.8
swShare_pct = 19.73
power.density_nw_per_um2 = 67.94
p_sw_mw = 0.2106
clkPwrFrac_pct = 46.1
p_int_mw = 0.8568
vdd_drop_max_v = 0.00008232
comb_power_share_pct = 0.1

[route]
dr.pass1.iters = 5
drcViolationCount = 0
diodes = 0
antenna_left = 0
vias = 11451
wire_per_inst_um = 23.42
viasPerCell = 6.271
routed_wl_um = 42770
first_iter_violations = 972

[finish]
flop_area_sq_um = 6036
nFillCells = 2513
lay_top_cells = "edfxtp_1, inv_1, nor2_1"
logic_area_sq_um = 7712
area_delta_synth_final_pct = 8.186
layout_top_cell = "edfxtp_1"
drive_above_1_share_pct = 10.82

[placement]
gp_congestion = 1.005
portBuffers = 9
post-place-ws_ps = 9787
place_hpwl_um = 31210

[min_path]
hp-start = "counter.limit_reached$_DFF_P_"
hold_class = "reg -> reg"

[run_status]
status = "completed"
==> state kept, by name, indices dropped and copies added (netlist names), 2 cells and up <==
name,count
counter.count_limit,32
rf.registers,128
fsm.alu_op,2
counter.count,32
leds,8
fsm.imm,3
fsm.state,8
fsm.wa,2
==> logic make-up after synthesis <==
group / synth area share (%)
latches: 0.8271
multiplexers: 12.90
AND/OR/NAND/NOR: 13.98
XOR/XNOR: 0.8444
adder cells (fa/ha/maj): 8.323
buffers and inverters: 5.463
flip-flops: 40.72
AND-OR/OR-AND: 16.94
==> layer usage <==
metal | global-route usage [%] | wire (um) | up-vias
met5 | 0 | 12 | -
met4 | 10.27 | 1689 | 2
met3 | 9.739 | 3870 | 88
met2 | 45.81 | 19010 | 451
met1 | 47.14 | 18180 | 5485
li1 | - | - | 5425
==> worst reg2reg max path: stages (launching register included) <==
cell and delay (ps):
dfrtp_2 340, buf_4 540, mux2i_1 170, mux2_2 460
inv_2 80, buf_4 450, ha_1 300, inv_1 60
fa_1 410, o21bai_1 260, a2111oi_0 170, o41ai_1 320
buf_4 220, xnor2_1 130, a41oi_1 230, nor3_1 350
nand4b_1 140, or4_1 610, or4_1 560, a21oi_2 420
a31oi_1 160
==> path summary, 6_finish.rpt <==
path | end | slack, ps | cells past startpoint
hold / removal | counter.counting$_DFF_P_ | 460 | 1
max in group asynchronous | fsm.ra2[0]$_DFF_PP0_ | 12630 | 2
min in group asynchronous | fsm.state[7]$_DFF_PP0_ | 3110 | 2
setup reg to reg | fsm.ra2[0]$_DFF_PP0_ | 9700 | 20
setup / recovery | fsm.ra2[0]$_DFF_PP0_ | 9700 | 20
hold reg to reg | counter.counting$_DFF_P_ | 460 | 1
==> cell usage after synthesis (6+ instances only) <==
library cell	count	area share, %
a2111oi_0	10	0.60
a211oi_1	9	0.47
a21o_1	17	0.88
a21oi_1	70	2.4
a221oi_1	8	0.48
a22o_1	6	0.36
a31oi_1	13	0.56
and2_1	11	0.47
and3_1	9	0.39
buf_1	8	0.21
buf_2	13	0.45
clkbuf_1	37	0.96
dfrtp_1	15	2.6
dfxtp_1	34	4.7
dlxtp_1	8	0.83
edfxtp_1	160	33
ha_1	95	8.2
inv_1	124	3.2
mux2_2	29	2.2
mux2i_1	68	4.7
mux4_2	32	5.0
nand2_1	97	2.5
nand2b_1	19	0.82
nand3_1	35	1.2
nand4_1	23	0.99
nor2_1	107	2.8
nor2b_1	20	0.86
nor3_1	33	1.1
nor4_1	18	0.78
o211ai_1	34	1.8
o21ai_0	58	2.0
o21bai_1	11	0.57
o22ai_1	16	0.69
o311ai_0	9	0.54
o31ai_1	30	1.6
or2_2	8	0.34
or3_1	12	0.52
or4_1	6	0.31
xnor2_1	12	0.72
==> metrics by stage <==
step           cells  total power, mW  util [%]  instance area (sq um)  hold WS [ps]
2_1_floorplan   1429           0.5864         -                  14520         414.1
3_3_place_gp    1784           0.5869     52.43                  15010         441.3
3_5_place_dp    1784           0.5869     52.43                  15010         455.4
4_1_cts         1826            1.080     54.88                  15710         460.1
5_1_grt         1826            1.098     54.88                  15710         494.1
6_report        1826            1.067     54.88                  15710         455.3
==> layout make-up <==
cell class	instances	share of cell area, %
well taps	384	3.058
repair buffers	38	1.959
clock buffers	30	3.895
inverters	126	3.011
multi-input cells	1017	49.09
flip-flops and latches	219	38.42
clock inverters	12	0.5655
==> power groups by stage <==
| stage | combinational [mW] | sequential (mW) | clock [mW] |
|---|---|---|---|
| CTS | 0.00112 | 0.574 | 0.504 |
| finish | 0.00105 | 0.574 | 0.492 |
| global route | 0.00124 | 0.574 | 0.522 |
Power and IR drop assume default switching activity.
